### /design/flow/run.sh
#!/bin/bash
# OpenROAD 26Q1-2900-gdf79404cd8, Yosys 0.63+post, stock flow scripts
make -C /OpenROAD-flow-scripts/flow DESIGN_CONFIG=/design/flow/config.mk WORK_HOME=/design/flow/orfs finish
### /design/flow/config.mk
export PLATFORM = sky130hd
export DESIGN_NAME = spi_master
export DESIGN_NICKNAME = spi_master
export VERILOG_FILES = /design/flow/design.v
export SDC_FILE = /design/flow/constraint.sdc
export NUM_CORES = 4
export LEC_CHECK = 1
export CORE_AREA = 10 10 104 104
export DIE_AREA = 0 0 114 114
### /design/flow/constraint.sdc
current_design spi_master

set clk_period 2.7
set clk_io_pct 0.2

create_clock -name clk0 -period $clk_period [get_ports {clk}]

set non_clock_inputs [all_inputs -no_clocks]
set_input_delay [expr $clk_period * $clk_io_pct] -clock clk0 $non_clock_inputs
set_output_delay [expr $clk_period * $clk_io_pct] -clock clk0 [all_outputs]
### /design/flow/design.v
`timescale 1ns / 1ps
module spi_master (
    input  logic       clk,
    input  logic       reset,
    input  logic       cpol,       
    input  logic       cpha,       
    input  logic       start,
    input  logic [7:0] tx_data,
    output logic [7:0] rx_data,
    output logic       tx_ready,
    output logic       done,
    output logic       sclk,
    output logic       mosi,
    input  logic       miso
);
    typedef enum {
        IDLE,
        CP0,
        CP1,
        CP_DELAY
    } state_t;
    state_t state, state_next;
    logic [7:0] tx_data_reg, tx_data_next;
    logic [7:0] rx_data_reg, rx_data_next;
    logic [5:0] sclk_counter_reg, sclk_counter_next;
    logic [2:0] bit_counter_reg, bit_counter_next;
    logic p_clk;
    logic spi_clk_reg, spi_clk_next;
    assign mosi = tx_data_reg[7];
    assign rx_data = rx_data_reg;
    assign p_clk = ((state_next  == CP0)&&(cpha == 1) ) || ((state_next  == CP1)&&(cpha == 0) );
    assign spi_clk_next = cpol ? ~p_clk : p_clk;
    assign sclk = spi_clk_reg;
    always_ff @(posedge clk, posedge reset) begin
        if (reset) begin
            state            <= IDLE;
            tx_data_reg      <= 0;
            rx_data_reg      <= 0;
            sclk_counter_reg <= 0;
            bit_counter_reg  <= 0;
            spi_clk_reg      <= 1'b0;
        end else begin
            state            <= state_next;
            tx_data_reg      <= tx_data_next;
            rx_data_reg      <= rx_data_next;
            sclk_counter_reg <= sclk_counter_next;
            bit_counter_reg  <= bit_counter_next;
            spi_clk_reg      <= spi_clk_next;
        end
    end
    always_comb begin
        state_next        = state;
        tx_data_next      = tx_data_reg;
        rx_data_next      = rx_data_reg;
        sclk_counter_next = sclk_counter_reg;
        bit_counter_next  = bit_counter_reg;
        tx_ready          = 1'b0;
        done              = 1'b0;
        case (state)
            IDLE: begin
                done              = 1'b0;
                tx_ready          = 1'b1;
                sclk_counter_next = 0;
                bit_counter_next  = 0;
                if (start) begin
                    state_next   = cpha ? CP_DELAY : CP0;
                    tx_data_next = tx_data;
                end
            end
            CP0: begin
                if (sclk_counter_reg == 49) begin
                    rx_data_next      = {rx_data_reg[6:0], miso};
                    sclk_counter_next = 0;
                    state_next        = CP1;
                end else begin
                    sclk_counter_next = sclk_counter_reg + 1;
                end
            end
            CP1: begin
                if (sclk_counter_reg == 49) begin
                    sclk_counter_next = 0;
                    if (bit_counter_reg == 7) begin
                        bit_counter_next = 0;
                        done             = cpha ? 1'b1 : 1'b0;
                        state_next       = cpha ? IDLE : CP_DELAY;
                    end else begin
                        bit_counter_next = bit_counter_reg + 1;
                        tx_data_next     = {tx_data_reg[6:0], 1'b0};
                        state_next       = CP0;
                    end
                end else begin
                    sclk_counter_next = sclk_counter_reg + 1;
                end
            end
            CP_DELAY: begin
                if (sclk_counter_reg == 49) begin
                    sclk_counter_next = 0;
                    done              = cpha ? 1'b0 : 1'b1;
                    state_next        = cpha ? CP0 : IDLE;
                end else begin
                    sclk_counter_next = sclk_counter_reg + 1;
                end
            end
        endcase
    end
endmodule
==> impl_metrics.tcl <==
# implementation run metrics
set metrics [dict create \
    result_of_the_run "finished, final reports clean" \
    cellLeakagePower_nw 0.886 \
    chip_area_sq_um 13000 \
    busiest_layer "met2" \
    via_count_of_the_first_global_routing_pass 1192 \
    post-dp-hpwl_microns 2410 \
    final_layout_size_suffix_gt1_frac 0.250 \
    ys.flop_type "dfrtp_1" \
    use_met1 0.0810 \
    layout.cells.most_common "dfrtp_1" \
    synth-cells-yosys 138 \
    routed_wl_per_cell_microns 12.6 \
    fp.coreArea_sq_um 8680 \
    timing.hold.worst.class "flip-flop to flip-flop" \
    finalSetupViolCount 0 \
    met3_usage 0.0106 \
    antennaDiodeCount 0 \
    yosys_area_sq_um 1560 \
    portBuffers 25 \
    timing.critical_path.required_ns 2.16 \
    synthAoiAreaFrac 0.127 \
    worst_pin_slew_ns 0.886 \
    final_max_slew_viol_count 0 \
    yosys.area_share.simple 0.130 \
    clock-sinks 30 \
    yosys.cell_types.count 36 \
    antenna_violations_before_repair 0 \
    synth.comb.largest_family "multiplexers" \
    hold_violations 0 \
    yosys_register_bits 30 \
    area_growth_syn_to_layout_pct 34.5 \
    tns_ns 0 \
    cp-start-kind "input pin" \
    fp-row-count 34 \
    first_iter_violations 57 \
    clock.latency.late_pin_ns 0.28 \
    pwr_density_cell_nw_per_um2 511 \
    cts_hold_repair.buffers 0 \
    criticalPathCategory "input pin to output pin" \
    mux_area_frac 0.172 \
    ys_warn_count 1 \
    enable_flop_cells 0 \
    cts_post_setup_buffers_inserted 0 \
    dr.pass1.iters 6 \
    cts-root-to-sink-buffers 2 \
    drt_drc_violations_left 0 \
    lay_top_cells "29 x dfrtp_1, 25 x clkdlybuf4s50_1, 22 x mux2_2" \
    critical_path_peak_fanout 2 \
    post_drt_via_cell_ratio 4.04 \
    xor_share 0.00562 \
    timing.max_cap.violations 0 \
    fp-utilization 0.180 \
    clock-root-buffer "clkbuf_8" \
    syn_area_per_cell_sq_um 11.3 \
    detail-route-antenna-nets 0 \
    async_reset_ff_frac 1.00 \
    grt_util_all_layers 0.0554 \
    timing.slew.headroom 0.404 \
    grt_use_met2 0.0839 \
    clk_pin_slew_ns 0.07 \
    finalClockSkew_ns 0.00718 \
    pin_count_of_the_biggest_net_entering_global_routing 31 \
    routabilityCongestion 0.809 \
    total_power_mw 1.07 \
    dr_total_vias 1114 \
    synth_cells 138 \
    synth_seq_share 0.482 \
    die_h_microns 114 \
    openroad.warnings 27 \
    minimum_period_implied_by_the_final_worst_setup_slack_ns 2.59 \
    timing.critical_path.arrival_ns 2.05 \
    grt_pass1_wl_microns 6080 \
    fmax_mhz 386 \
    ir_drop_uv 384 \
    post_synthesis_adder_cell_area_fraction 0.0401 \
    grt_setup_unrepaired "false" \
    cts-buffers-inserted 5 \
    detail_route.wirelength_microns 3480 \
    critPathCaptureType "output pin" \
    floorplan.die.width_microns 114 \
    post-route-period-util 0.959 \
    global_route.overflow_total 0 \
    clock_tree.htree_level_count 2 \
    tritoncts "done" \
    num_io_pins 26 \
    mappedNetlistArea_sq_um 1560 \
]
[path summary, 6_finish.rpt]
check                      slack [ns]  cells after the start                          to                       startpoint
setup / recovery                 0.11                      5                        done                             cpha
hold / removal                   0.51                      1  tx_data_reg[3]$_DFFE_PP0P_       tx_data_reg[3]$_DFFE_PP0P_
setup reg to reg                 0.52                      8  tx_data_reg[3]$_DFFE_PP0P_  sclk_counter_reg[1]$_DFFE_PP0P_
hold reg to reg                  0.51                      1  tx_data_reg[3]$_DFFE_PP0P_       tx_data_reg[3]$_DFFE_PP0P_
max in group asynchronous        1.74                      3          state[0]$_DFF_PP1_                            reset
min in group asynchronous        0.63                      3  rx_data_reg[3]$_DFFE_PP0P_                            reset
[worst max-delay path, stage by stage]
cell	delay [ns]
clkdlybuf4s50_1	0.49
nand3_1	0.09
or2_2	0.28
a21oi_1	0.15
clkdlybuf4s50_1	0.51
[kinds of logic (layout without fill, tap and decap cells)]
| logic type | Yosys count | count (layout) |
|---|---|---|
| muxes | 24 | 24 |
| adders and majority gates | 5 | 5 |
| buffers and inverters | 13 | 43 |
| and+or+nand+nor | 34 | 34 |
| AOI/OAI and AO/OA | 31 | 31 |
| DFF | 30 | 30 |
| xor gates and xnor gates | 1 | 1 |
[metrics by stage]
stage	worst slack, ns	util	cells	cell area, sq um	hold WS, ns
final	0.110	0.242	276	2100	0.509
after global routing	0.0175	0.242	276	2100	0.522
after CTS	0.0237	0.239	276	2070	0.511
after detailed placement	0.110	0.222	268	1930	0.494
after global placement	0.0860	0.222	268	1930	0.482
after floorplan	0.843	-	138	1560	0.455
[synthesized netlist by cell type, drive strengths merged (4+ instances only)]
library cell	instances	area share
nand3	4	0.013
ha	5	0.040
dfrtp	29	0.47
buf	5	0.024
a21oi	5	0.016
inv	6	0.014
mux2	22	0.16
nand2	9	0.022
nor2	4	0.014
o21ai	14	0.045
nor2b	5	0.020
nand2b	4	0.016
[cell type report]
| cell class | count | area, sq um |
|---|---|---|
| multi-input combinational | 95 | 764 |
| timing repair buffer | 29 | 280 |
| fill | 941 | 6580 |
| tap | 108 | 135 |
| sequential | 30 | 752 |
| clock buffer | 6 | 82.6 |
| inverter | 6 | 22.5 |
| clock inverter | 2 | 60.1 |
[metal layers]
| metal | wire [microns] | up-vias |
|---|---|---|
| met5 | 0 | - |
| met4 | 83 | 0 |
| met3 | 119 | 5 |
| met2 | 1520 | 20 |
| met1 | 1750 | 543 |
| li1 | - | 546 |
[report_power, final]
group / internal (mW) / switching, mW
sequential: 0.450 / 0.000185
clock: 0.394 / 0.184
combinational: 0.0262 / 0.0172
total: 0.870 / 0.202
[repair_timing]
| action | CTS | global route |
|---|---|---|
| resized | 1 | 3 |
| setup endpoints to repair | 1 | 1 |
| pin swaps | 0 | 1 |
