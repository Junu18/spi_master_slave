===== run.sh =====
#!/bin/bash
# OpenROAD 26Q1-2900-gdf79404cd8, Yosys 0.63+post, stock flow scripts
make -C /OpenROAD-flow-scripts/flow DESIGN_CONFIG=/design/flow/config.mk WORK_HOME=/design/flow/orfs finish

===== config.mk =====
export PLATFORM = sky130hd
export DESIGN_NAME = spi_slave
export DESIGN_NICKNAME = spi_slave
export VERILOG_FILES = /design/flow/design.v
export SDC_FILE = /design/flow/constraint.sdc
export NUM_CORES = 4
export LEC_CHECK = 1
export CORE_AREA = 10 10 112 112
export DIE_AREA = 0 0 122 122

===== constraint.sdc =====
current_design spi_slave

set clk_period 2.7
set clk_io_pct 0.2

create_clock -name clk0 -period $clk_period [get_ports {clk}]

set non_clock_inputs [all_inputs -no_clocks]
set_input_delay [expr $clk_period * $clk_io_pct] -clock clk0 $non_clock_inputs
set_output_delay [expr $clk_period * $clk_io_pct] -clock clk0 [all_outputs]

===== design.v =====
`timescale 1ns / 1ps
module spi_slave (
    input  logic       clk,
    input  logic       reset,
    input  logic       sclk,
    input  logic       mosi,
    output logic       miso,
    input  logic       cs,
    output logic [7:0] si_data,    
    output logic       si_done,    
    input  logic [7:0] so_data,    
    input  logic       so_start,   
    output logic       so_ready   
);
    logic sclk_sync0, sclk_sync1;
    logic sclk_rising, sclk_falling;
    always_ff @(posedge clk, posedge reset) begin
        if (reset) begin
            sclk_sync0 <= 0;
            sclk_sync1 <= 0;
        end else begin
            sclk_sync0 <= sclk;   
            sclk_sync1 <= sclk_sync0;   
        end
    end
    assign sclk_rising  = sclk_sync0 & ~sclk_sync1;
    assign sclk_falling = ~sclk_sync0 & sclk_sync1;
    logic [7:0] si_data_reg, si_data_next;
    logic [3:0] si_bit_cnt_reg, si_bit_cnt_next;
    logic si_done_reg, si_done_next;
    assign si_data = si_data_reg;
    assign si_done = si_done_reg;
    typedef enum {
        SI_IDLE,
        SI_PHASE
    } si_state_e;
    si_state_e si_state, si_state_next;
    always_ff @(posedge clk, posedge reset) begin
        if (reset) begin
            si_state       <= SI_IDLE;
            si_data_reg    <= 0;
            si_bit_cnt_reg <= 0;
            si_done_reg    <= 0;
        end else begin
            si_state       <= si_state_next;
            si_data_reg    <= si_data_next;
            si_bit_cnt_reg <= si_bit_cnt_next;
            si_done_reg    <= si_done_next;
        end
    end
    always_comb begin
        si_state_next   = si_state;
        si_bit_cnt_next = si_bit_cnt_reg;
        si_data_next    = si_data_reg;
        si_done_next    = si_done_reg;
        case (si_state)
            SI_IDLE: begin
                si_done_next = 1'b0;
                if (!cs) begin
                    si_state_next = SI_PHASE;
                end
            end
            SI_PHASE: begin
                if (!cs) begin
                    if (sclk_rising) begin
                        si_data_next = {si_data_reg[6:0], mosi};
                        if (si_bit_cnt_reg == 7) begin
                            si_bit_cnt_next = 0;
                            si_state_next   = SI_IDLE;
                            si_done_next    = 1'b1;
                        end else begin
                            si_bit_cnt_next = si_bit_cnt_reg + 1;
                        end
                    end
                end else begin
                    si_state_next = SI_IDLE;
                end
            end
        endcase
    end
    logic [7:0] so_data_reg, so_data_next;
    logic [3:0] so_bit_cnt_reg, so_bit_cnt_next;
    assign miso = cs ? 1'hz :  so_data_reg[7];                    
    typedef enum {
        SO_IDLE,
        SO_PHASE
    } so_state_e;
    so_state_e so_state, so_state_next;
    always_ff @(posedge clk, posedge reset) begin
        if (reset) begin
            so_state       <= SO_IDLE;
            so_data_reg    <= 0;
            so_bit_cnt_reg <= 0;
        end else begin
            so_state       <= so_state_next;
            so_bit_cnt_reg <= so_bit_cnt_next;
            so_data_reg    <= so_data_next;
        end
    end
    always_comb begin
        so_state_next   = so_state;
        so_bit_cnt_next = so_bit_cnt_reg;
        so_data_next    = so_data_reg;
        so_ready        = 1'b0;
        case (so_state)
            SO_IDLE: begin
                if (!cs) begin
                    so_ready = 1'b1;
                    if (so_start) begin
                        so_state_next = SO_PHASE;
                        so_data_next    = so_data;   
                        so_bit_cnt_next = 0;
                    end
                end
            end
            SO_PHASE: begin
                if (!cs) begin
                    if (sclk_falling) begin
                        so_data_next = {so_data_reg[6:0], 1'b0};
                        if (so_bit_cnt_reg == 7) begin
                            so_bit_cnt_next = 0;
                            so_state_next   = SO_IDLE;
                        end else begin
                            so_bit_cnt_next = so_bit_cnt_reg + 1;
                        end
                    end
                end else begin
                    so_state_next = SO_IDLE;
                end
            end
        endcase
    end
endmodule

==> CHANGELOG.md <==
### Changed

- Ys cells: 114
- M2 GR Usage: 0.06124
- Hold Buf Count CTS: 0
- Setup ws final: 0.4704 ns
- Hold Violations, Final: 0
- Post-DR vias/cell: 3.317
- Final Cycle Share: 0.8258
- First drt pass iteration count: 4
- Dpl ws: 0.4453 ns
- Pwr/cell area: 671.6 nW/um^2
- Final-report setup violation count: 0
- Post-synth top cells: 29 x dfrtp_1, 9 x mux2_2, 9 x mux2i_1, 8 x a21oi_1, 8 x nor2_1
- Post-Syn Area: 1401 sq um
- CP Class: in2out
- Outcome: finished, final reports clean
- Number of enable flip-flop cells: 0
- Routing usage on met3: 0.01596
- Iteration-0 DRC Markers: 65
- Worst Path Max Fanout: 2
- Pleak: 0.7731 nW
- Crit path time final: 2.230 ns
- DP HPWL: 2072 um
- Worst min-delay path class: reg2reg
- Peak supply drop: 0.0001878 V
- First-pass GRT wire length: 4802 um
- Initial antenna violation count: 0
- Top FF cell, synth: dfrtp_1
- Clock Sinks: 31
- Yosys Chip Area: 1401 sq um
- Most frequent cell after synthesis: dfrtp_1
- DR DRC count: 0
- Antenna-violating nets left: 0
- Max cap viols: 0
- Initial Util: 0.1370
- Number of global-route vias before repair: 991
- Cell count after synthesis: 114
- Placer Congestion: 0.7210
- Critical path startpoint category: primary input
- Tool warning count: 25
- Slew margin rel.: 0.5699
- Sequential fraction of the synthesis area: 0.5554
- Worst Tran Pin Value: 0.6452 ns
- Top cells by area: dfrtp_1 52%, mux2_2 7.2%, mux2i_1 6.4%
- DIE HEIGHT: 122 um
- Fraction of layout cells with a size suffix above 1: 0.1793
- Vias after detailed routing: 932
- Mean Syn Cell Area: 12.29 sq um
- CTS tree: done
- Cell Type Count: 30
- TritonCTS Buffers: 5
- Power, Total: 1.265 mW
- Max-area cell share: 0.5179
- Placed cell area: 1792 sq um
- Async SR Flop Fraction: 1.000
- GRT overflow: 0
- CP Data Arrival Time: 1.69 ns
- Setup TNS: 0 ns
- Largest net degree at the start of global routing: 32
- Site row count: 37
- Clock transition at the registers of the reported paths: 0.07 ns
- YS warnings: 2
- H-tree Lvls: 2
- Clock skew: 0.008904 ns
- Core Area: 10230 sq um
- Tot GR Track Use: 0.03946
- Fmax: 0.4485 GHz
- Required time of the critical path: 2.16 ns
- Post-synth top area cell: dfrtp_1
- Hold Slack: 0.4561 ns
- Pins Over Slew Limit: 0
- I/O pins: 25
- #FFs+latches synth: 31
- Post-CTS Setup Inserts: 0
- DR WL/cell: 10.22 um
- Ant. Diodes: 0
- Met1 Usage GRT: 0.05038
- Most Used Layer, Global Route: met2
- DIE AREA: 14880 sq um
- Longest Clk Path Bufs: 2
- Port bufs: 24
- Area Growth Syn to Fin: 34.38%
- Design area: 1883 sq um
- Final wirelength: 2873 um
- CP endpoint kind: primary output
- RSZ-0062 raised after global routing: no
- Root Driver: clkbuf_8
- Post-CTS resize count: 0
- Die X: 122 um
- Latency at later pin: 0.28 ns
## per-layer routing
layer / wire length [um] / up-vias
met2: 1322 / 16
li1: - / 458
met4: 87 / 0
met1: 1286 / 453
met5: 0 / -
met3: 177 / 5
## final timing paths
| kind | from | slack [ns] | to | cells after the start |
|---|---|---|---|---|
| worst max-delay path | cs | 0.47 | so_ready | 3 |
| worst min-delay path | sclk_sync0 | 0.46 | sclk_sync1 | 0 |
| worst max register to register | so_state[1] | 0.81 | so_data_reg[5] | 5 |
| worst min register to register | sclk_sync0 | 0.46 | sclk_sync1 | 0 |
| max in group asynchronous | reset | 1.73 | si_state[0] | 3 |
| min in group asynchronous | reset | 0.63 | si_data_reg[0] | 3 |
## critical path, cell delays in order
cell             delay, ns
clkdlybuf4s50_1       0.43
nor2b_1               0.21
clkdlybuf4s50_1       0.51
## cell type report
class | count | area (sq um)
Inverter | 6 | 22.52
Sequential cell | 31 | 778.2
Fill cell | 1104 | 8348
Tap cell | 136 | 170.2
Clock buffer | 7 | 86.33
Clock inverter | 1 | 5.005
Multi-Input combinational cell | 72 | 550.5
Timing Repair Buffer | 28 | 270.3
## kinds of logic (layout without fill, tap and decap cells)
logic type	Yosys count	after routing	synth area share
AND-OR/OR-AND	21	21	0.1054
XOR/XNOR	1	1	0.006251
adder cells (fa/ha/maj)	2	2	0.01785
buffers and inverters	11	42	0.05178
flip-flops	31	31	0.5554
multiplexers	18	18	0.1366
AND/OR/NAND/NOR	30	30	0.1268
## cells in the final DEF (no fill, tap or decap)
cell / synthesis / final
dfrtp_1: 29 / 29
clkdlybuf4s50_1: 0 / 24
mux2i_1: 9 / 9
mux2_2: 9 / 9
nor2_1: 8 / 8
a21oi_1: 8 / 8
nand2_1: 6 / 6
inv_1: 6 / 6
clkbuf_8: 0 / 6
o21ai_0: 5 / 5
buf_4: 0 / 4
nand2b_1: 3 / 3
nor2b_1: 2 / 2
nor3_1: 2 / 2
nand4_1: 2 / 2
a21o_1: 2 / 2
nor3b_1: 2 / 2
ha_1: 2 / 2
dfstp_2: 2 / 2
nand3b_2: 1 / 1
a211oi_4: 1 / 1
o21ai_1: 1 / 1
o221ai_1: 1 / 1
o32ai_2: 1 / 1
nor4bb_4: 1 / 1
nor4b_1: 1 / 1
a211o_1: 1 / 1
xnor2_1: 1 / 1
nand3_1: 1 / 1
and2_1: 1 / 1
a22o_1: 1 / 1
clkinv_2: 0 / 1
clkbuf_1: 0 / 1
## stage by stage
step,util,instances
floorplan,-,114
global placement,0.1751,273
detailed placement,0.1751,273
CTS,0.1841,281
global route,0.1841,281
finish,0.1841,281
## where the power goes
group | switching, mW | internal, mW
clock | 0.172 | 0.205
sequential | 0.0776 | 0.564
combinational | 0.0838 | 0.162
Power and IR drop assume default switching activity.
